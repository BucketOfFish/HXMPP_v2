--- ./config.mk ---
export PLATFORM = sky130hd
export DESIGN_NAME = Counter
export DESIGN_NICKNAME = Counter
export VERILOG_FILES = /design/flow/design.v
export SDC_FILE = /design/flow/constraint.sdc
export NUM_CORES = 4
export LEC_CHECK = 1
export CORE_AREA = 10 10 70 70
export DIE_AREA = 0 0 80 80
--- ./constraint.sdc ---
current_design Counter

set clk_period 1.5
set clk_io_pct 0.2

create_clock -name clk0 -period $clk_period [get_ports {clk}]

set non_clock_inputs [all_inputs -no_clocks]
set_input_delay [expr $clk_period * $clk_io_pct] -clock clk0 $non_clock_inputs
set_output_delay [expr $clk_period * $clk_io_pct] -clock clk0 [all_outputs]
--- ./design.v ---
`timescale 1ns / 1ps
module Clock
(output reg clk);
    initial begin
        $display ("Starting clock");
        clk = 0;
    end
    always begin
        #5 clk = ~clk;
    end
endmodule
module Counter(
    input clk,
    input reset,
    input enable,
    output reg [7:0] count
    );
    initial begin
        count = 0;
    end
    always @(posedge clk) begin
        if (reset == 1'b1) begin
            count = 7'b0;
        end
        else if (enable == 1'b1) begin
            count = count+1;
        end
    end
endmodule
--- ./run.sh ---
#!/bin/bash
# OpenROAD 26Q1-2900-gdf79404cd8, Yosys 0.63+post, stock flow scripts
make -C /OpenROAD-flow-scripts/flow DESIGN_CONFIG=/design/flow/config.mk WORK_HOME=/design/flow/orfs finish
==> metrics.yaml <==
run_status: "finished clean"
timing.critical_path.to_type: "primary output"
final_core_util_pct: 15.4
grt_pass1_wl_um: 1430
critical_path.startpoint_type: "register"
timing.critical_path.slowest_cell_delay_ns: 0.50
post_synth_instance_area_um2: 339
synthDominantCellAreaShare_pct: 47.2
clkSinkCount: 8
core_area_um2: 3420
setup_slack_ns: 0.0605
drtAntennaViolNets: 0
maximum_buffer_depth_of_the_clock_tree: 2
worstPathMaxFanout: 5
worst_path_dominant_cell_family: "buffers and inverters"
grt-busiest-layer: "met1"
wl_um: 831
finalSetupViolations: 0
boundaryPins: 11
unrepaired_setup_endpoints_after_global_routing: "false"
top_area_cell_types: "dfxtp_1 (47%), xor2_1 (7.7%), nor2_1 (5.5%)"
die_area_um2: 6400
area_growth_pct: 55.4
final.hold.worst_slack_ns: 0.493
hold_buffers: 0
period_used_pct: 96.0
final-max-slew-violation-count: 0
globalRouteMet1Util_pct: 4.24
die.size.y_um: 80
cpMaxStageDelayCell: "clkdlybuf4s50_1"
yosys_area_um2: 339
setup.worst_path.class: "register to primary output"
worst_clock_skew_ns: 0.00474
n_antenna_cell: 0
clock.latency.late_pin_ns: 0.26
io_buf_count: 10
worstHoldPathType: "register to register"
drt_first_pass_iters: 2
timing.critical_path.cells: "clkdlybuf4s50_1"
placed_cells: 93
post-synth-top-area-cell: "dfxtp_1"
slew_headroom_pct: 80.3
share_of_final_layout_standard_cells_stronger_than_drive_strength_1_pct: 18.0
cts_tree: "built"
place_worst_setup_slack_ns: -0.0856
power.static_leakage_uw: 0.000185
largest_register_ffs: 8
cts_made_buffers: 3
gr-usage-met3_pct: 2.50
ys.flops: 8
cts.clk_slew.worst_paths_ns: 0.05
final_cell_count_no_fill: 96
fp_util_pct: 9.93
cp_data_arrival_time_ns: 1.14
stage_log_warnings: 25
route.vias.total: 305
gr-total-overflow: 0
routedWlPerCell_um: 8.66
grt_start_max_net_pins: 9
vias_in_the_first_global_route: 313
maxClockFrequency_mhz: 695
crit_required_ns: 1.20
gp_congestion: 0.789
htree_num_levels: 1
number_of_max_cap_violations: 0
postSynthCellCount: 37
grtUsageTotal_pct: 2.84
ys_types: 15
synth-seq-area-share_pct: 47.2
cp_num_buf_inv: 1
synth_warnings: 1
p_per_area_nw_per_um2: 815
vdd.ir_drop.worst_v: 0.000394
hpwl_um: 645
synthesis.area_per_instance_um2: 9.16
placement_rows: 21
cts_post_setup_buffers_inserted: 0
die-width_um: 80
first_iter_violations: 4
detail_route.vias_per_cell: 3.18
global_route.usage.met2_pct: 2.97
synth.yosys.num_cells: 37
detail_route.drc_violations: 0
shortest_period_the_worst_path_allows_ns: 1.44
max_slew.worst_pin.slew_ns: 0.295
initial_antenna_violation_count: 0
hold_viol_final: 0
cts_root_buf: "clkbuf_4"
metal layers:
layer,share of wire (%),up-vias
met5,0,-
met4,0,0
met3,16,0
met2,25,14
met1,59,135
li1,-,156
cells in the mapped netlist:
master   instances
nand2_1          2
xnor2_1          1
or3_1            3
buf_4            1
o21ai_0          3
nor2_1           5
nand4_2          1
mux2i_1          1
xor2_1           3
a21oi_1          3
dfxtp_1          8
buf_1            1
nand3_1          2
ha_1             1
nand4_1          2
kinds of logic (layout without fill, tap and decap cells):
logic type / count (synthesis) / in the layout / share of synthesized area (%)
AND/OR/NAND/NOR: 15 / 15 / 23.6
flip-flops: 8 / 8 / 47.2
AND-OR/OR-AND: 6 / 6 / 8.85
XOR/XNOR: 4 / 4 / 10.3
buffers and inverters: 2 / 15 / 3.32
adder cells (fa/ha/maj): 1 / 1 / 3.69
multiplexers: 1 / 1 / 2.95
cell usage in the layout (no fill, tap or decap), drive strengths merged:
| cell type | instances |
|---|---|
| a21oi | 3 |
| buf | 2 |
| clkbuf | 3 |
| clkdlybuf4s50 | 10 |
| dfxtp | 8 |
| ha | 1 |
| mux2i | 1 |
| nand2 | 2 |
| nand3 | 2 |
| nand4 | 3 |
| nor2 | 5 |
| o21ai | 3 |
| or3 | 3 |
| xnor2 | 1 |
| xor2 | 3 |
worst paths after layout:
path | slack (ns) | cells after the start | endpoint | from
worst min register to register | 0.49 | 2 | count[7]$_SDFFE_PP0P_ | count[7]$_SDFFE_PP0P_
worst max register to register | 0.24 | 4 | count[6]$_SDFFE_PP0P_ | count[1]$_SDFFE_PP0P_
worst max-delay path | 0.06 | 1 | count[5] | count[5]$_SDFFE_PP0P_
worst min-delay path | 0.49 | 2 | count[7]$_SDFFE_PP0P_ | count[7]$_SDFFE_PP0P_
area by class of cell:
cell class | count | area, um2
clock buffer | 3 | 22.5
timing repair buffer | 12 | 115
sequential | 8 | 164
multi-input combinational | 27 | 168
fill | 398 | 2890
tap | 46 | 57.6
power breakdown:
part	internal (uW)	total [uW]	switching, uW
registers	219	227	7.49
clock network	91.7	167	75.4
logic	23.1	35.3	12.2
what timing repair did:
action,in CTS,in global routing
endpoints found under the setup margin,1,2
resized,1,2
hold endpoints to repair,0,0
pin swaps,0,0
through the flow:
step           total power, uW  TNS (ns)  cell area [um2]
3_5_place_dp               266    -0.148              500
2_1_floorplan              247         0              339
6_report                   429         0              527
4_1_cts                    435         0              524
5_1_grt                    454         0              527
3_3_place_gp               265   -0.0630              500
Power figures rest on the tool's default switching activity, not on a simulated workload.
